$ cat ./config.mk
export PLATFORM = sky130hd
export DESIGN_NAME = top_module
export DESIGN_NICKNAME = top_module
export VERILOG_FILES = /design/flow/design.v
export SDC_FILE = /design/flow/constraint.sdc
export NUM_CORES = 4
export LEC_CHECK = 1
export CORE_AREA = 10 10 106 106
export DIE_AREA = 0 0 116 116
$ cat ./constraint.sdc
current_design top_module

set clk_period 2.7
set clk_io_pct 0.2

create_clock -name clk0 -period $clk_period [get_ports {clk}]

set non_clock_inputs [all_inputs -no_clocks]
set_input_delay [expr $clk_period * $clk_io_pct] -clock clk0 $non_clock_inputs
set_output_delay [expr $clk_period * $clk_io_pct] -clock clk0 [all_outputs]
$ cat ./design.v
module top_module(
    input clk,
    input reset,
    input ena,
    output reg pm,
    output [7:0] hh,
    output [7:0] mm,
    output [7:0] ss); 
    wire t1, t2;
    count59 seconds ( clk, ena, reset, 1'b1, ss, t1 );
    count59 minutes ( clk, ena, reset, t1, mm, t2 );
    count12 hours ( clk, ena, reset,t1 & t2, hh );
    always @ (posedge clk) begin
        if ( reset ) 
            pm <= 1'b0;
    end
endmodule
module count_9 ( 
    input clk,
    input reset,
    input enable,
    output reg enableout,
    output reg [3:0] out );
    always @ (*) begin
        if ( out == 4'b1001 )
            enableout = 1'b1;
        else 
            enableout = 1'b0;
    end
    always @ ( posedge clk ) begin
        if ( reset )
            out <= 4'b0;
        else if ( enable ) begin
            if ( out == 4'b1001 ) 
                out <= 4'b0;
            else 
                out <= out + 4'b0001;
        end
    end
endmodule
module count_5 (
    input clk,
    input reset,
    input enable,
    input enablem,
    output reg enableout,
    output reg [3:0] out );
    always @ (*) begin
        if ( out == 4'b0101 )
            enableout = 1'b1;
        else 
            enableout = 1'b0;
    end
    always @ ( posedge clk ) begin
        if ( reset )
            out <= 4'b0;
        else if ( enable && enablem ) begin
            if ( out == 4'b0101 ) 
                out <= 4'b0;
            else 
                out <= out + 4'b0001;
        end
    end
endmodule
module count59 (
    input clk,
    input enable,
    input reset,
    input enablem,
    output [7:0] out59,
    output enableout );
    wire t3, t4, ena;           
    assign ena = enable & enablem;
    count_5 paratha ( clk, reset, ena, t3, t4, out59[7:4] );
    count_9 aloo ( clk, reset, ena, t3, out59[3:0] );
    assign enableout = t3 & t4;
endmodule
module count2 ( 
    input clk,
    input enable,
    input cond,
    input reset,
    input outL,
    output reg condout,
    output reg [3:0] out );
    always @ (*) begin
        if ( (out == 4'b0010 && outL == 1'b1 ) || out == 4'b1001 )
            condout = 1'b1;
        else 
            condout = 1'b0;
    end 
    always @ ( posedge clk ) begin
        if ( reset ) 
            out <= 4'b0010;
        else if ( enable ) begin
		      if (out == 4'b1001 ) begin
                out <= 4'b0000; end
            else if ( cond == 1'b1 && out == 4'b0010 )
                out <= 1'b0001;
            else if ( out == 4'b0010 && cond == 1'b1 )
				    out <= 4'b0001;
            else out <= out + 1'b1;
        end
    end
endmodule
module count1 (
    input clk, 
    input reset,
    input enable,
    input cond,
    output reg condout,
    output [3:0] out );
	 always @ (*)
	 condout = out[0];
    reg outL;
    assign out = {3'b0, outL};
    always @ ( posedge clk ) begin
        if ( reset ) 
            outL <= 1'b1;
        else if ( enable ) begin
            if ( cond ) 
                outL <= ~outL;
        end
    end
endmodule
module count12 (
    input clk,
    input enable,
    input reset,
    input enablem,
    output [7:0] h );
    wire t1, t2, ena;
    wire outL;
    assign outL = h[4];
    assign ena = enable & enablem;
    count1 coconut ( clk, reset, ena, t1, t2, h[7:4] );
    count2 maggi ( clk, ena, t2, reset,outL, t1, h[3:0] );
endmodule   
$ cat ./run.sh
#!/bin/bash
# OpenROAD 26Q1-2900-gdf79404cd8, Yosys 0.63+post, stock flow scripts
make -C /OpenROAD-flow-scripts/flow DESIGN_CONFIG=/design/flow/config.mk WORK_HOME=/design/flow/orfs finish
==> reports/results.txt <==
cycle use final -> 77.39%
CP startpoint kind -> input port
Synth Warn # -> 5
Post-CTS Setup Repair Bufs -> 0
vias in the first global route -> 904
final hold viol count -> 0
H-tree Lvls -> 1
hold-fix buffers at CTS -> 0
f_max -> 478.6 MHz
Longest Clk Path Bufs -> 2
routed wl met3 -> 169 um
TritonCTS sink count -> 21
Mapped Area -> 0.001169 mm^2
Tmin final -> 2090 ps
PostCTS Resize Cnt -> 0
initial antenna violation count -> 0
First-pass DRT Iterations -> 4
YS chip area -> 0.001169 mm^2
routed wire length per instance -> 11.12 um
Vias -> 1006
R2R depth -> 6
status -> finished, final reports clean
Post-synth seq share -> 35.97%
Routed WL -> 2.913 mm
ys flops -> 21
CP max FO -> 5
Worst Hold Class -> flop to flop
power consumption -> 0.0005452 W
CP Cell Sequence -> clkdlybuf4s50_1 > and4b_1 > buf_4 > nand3_4 > or4_1 > a21oi_1
gr usage total -> 4.261%
leakage power -> 0.5134 nW
die area -> 0.01346 mm^2
Die Span Y -> 116 um
Gate Count Post-Synth -> 131
Post-DRT Antenna Nets -> 0
max cap viols -> 0
WP data required -> 2890 ps
top sig layer -> met4
setup violators final -> 0
skew final -> 3.425 ps
GP Congestion -> 0.7568
synth unique cells -> 44
Fin Setup TNS -> 0 ps
first-pass GRT wire length -> 4.671 mm
most used logic cell in the final layout -> clkdlybuf4s50_1
share of layout cells above drive strength 1 -> 7.792%
VDD IR max -> 0.0002301 V
PD cells -> 353.4 mW/mm^2
Syn-to-layout area delta -> 32.01%
ys cells -> 131
CTS tree -> built
CP Capture Type -> flop
routed wl met2 -> 1.294 mm
met1 WL -> 1.430 mm
slowest stage cell, crit path -> clkdlybuf4s50_1
vias per cell -> 3.840
Num CTS Buffers -> 3
RSZ-0062 raised after global routing -> no
Core ar. -> 0.008848 mm^2
fp_density -> 13.21%
Hold Path Stages -> 2
DPL Wire Length -> 2.207 mm
I/O Buffers -> 23
Slowest Stage Delay on Critical Path -> 550 ps
Antenna Cells -> 0
final count of pins violating max slew -> 0
clock-pin slew on the worst setup and hold paths -> 80 ps
clk root buf -> clkbuf_8
largest net degree at the start of global routing -> 24
Avg Synthesized Cell Area -> 8.921 um^2
Latency at later pin -> 260 ps
most instantiated logic cells after routing -> clkdlybuf4s50_1 (23), dfxtp_1 (21), a21oi_1 (12)
chip width -> 116 um
worst setup path category -> input port to flop
tally of OpenROAD warnings -> 27
I/O pin count -> 28
initial DRC count -> 41
GR Overflow Total -> 0
num rows -> 34
DRC errors left -> 0
Arr. time, crit path -> 2280 ps
cell usage after synthesis:
| master | count | share of area [%] |
|---|---|---|
| dfxtp_1 | 21 | 36 |
| a21oi_1 | 12 | 5.1 |
| nor2_1 | 11 | 3.5 |
| inv_1 | 7 | 2.2 |
| buf_4 | 6 | 3.9 |
| a311oi_1 | 5 | 3.7 |
| nand2_1 | 5 | 1.6 |
| nand3_1 | 4 | 1.7 |
| o21ai_0 | 4 | 1.7 |
| and3_1 | 3 | 1.6 |
| ha_1 | 3 | 3.2 |
| nand2b_1 | 3 | 1.6 |
| nor2b_1 | 3 | 1.6 |
| o31ai_1 | 3 | 1.9 |
| xor2_1 | 3 | 2.2 |
| a31oi_1 | 2 | 1.1 |
| and4bb_2 | 2 | 2.1 |
| clkbuf_1 | 2 | 0.64 |
| nand4_1 | 2 | 1.1 |
| nor3b_1 | 2 | 1.3 |
| or3_1 | 2 | 1.1 |
| or3b_1 | 2 | 1.5 |
| or4_1 | 2 | 1.3 |
| xnor2_1 | 2 | 1.5 |
| a211oi_1 | 1 | 0.64 |
| a311o_1 | 1 | 0.86 |
| a31o_1 | 1 | 0.75 |
| a41o_1 | 1 | 0.86 |
| and2_2 | 1 | 0.64 |
| and2b_4 | 1 | 0.86 |
| and4_1 | 1 | 0.75 |
| and4b_1 | 1 | 0.86 |
| and4bb_1 | 1 | 1.1 |
| buf_6 | 1 | 0.96 |
| conb_1 | 1 | 0.32 |
| mux2i_1 | 1 | 0.86 |
| nand3_4 | 1 | 1.5 |
| nand3b_1 | 1 | 0.64 |
| nand4_4 | 1 | 1.8 |
| nand4b_1 | 1 | 0.75 |
| nor3_1 | 1 | 0.43 |
| nor4_1 | 1 | 0.54 |
| nor4bb_1 | 1 | 0.86 |
| o31a_1 | 1 | 0.75 |
final cells by class:
cell class	instances	area, um^2
multi-input combinational	97	669.4
clock inverter	1	5.005
fill	981	7306
timing repair buffer	25	245.2
sequential	21	420.4
clock buffer	3	41.29
inverter	7	26.28
tap	108	135.1
kinds of logic after synthesis:
family / Yosys count / synth area share [%]
simple gates: 53 / 30.73
compound gates: 31 / 17.45
flops: 21 / 35.97
buf+inv: 16 / 7.709
xor+xnor: 5 / 3.748
fa+ha+maj: 3 / 3.212
other cells: 1 / 0.3209
mux: 1 / 0.8566
worst max-delay path, delay by kind of cell:
kind | cells | cell delay [ps]
simple gates | 3 | 870
buf+inv | 2 | 730
compound gates | 1 | 150
registers in the layout (all words and copies together) (netlist names):
register             flops
minutes.paratha.out      4
hours.coconut.outL       1
minutes.aloo.out         4
seconds.paratha.out      4
hours.maggi.out          4
seconds.aloo.out         4
where the power goes:
group	internal, W	total, W	switching, W
Combinational	0.0000120	0.0000226	0.0000106
Sequential	0.000312	0.000317	0.00000482
Clock	0.000103	0.000205	0.000103
metrics by stage:
| stage | hold slack (ps) | setup WS (ps) | cell area [um^2] | utilization, % | std cells |
|---|---|---|---|---|---|
| 2_1_floorplan | 447.5 | 1001 | 1180 | - | 134 |
| 3_3_place_gp | 493.5 | 355.6 | 1496 | 16.91 | 258 |
| 3_5_place_dp | 496.7 | 353.4 | 1496 | 16.91 | 258 |
| 4_1_cts | 511.1 | 628.2 | 1543 | 17.44 | 262 |
| 5_1_grt | 536.2 | 522.9 | 1543 | 17.44 | 262 |
| 6_report | 509.9 | 610.4 | 1543 | 17.44 | 262 |
routing by layer:
metal,track usage (%),up-vias
li1,-,519
met1,5.995,466
met2,6.447,19
met3,1.465,2
met4,0.3336,0
met5,0,-
worst paths after layout:
| check | from | endpoint | slack [ps] |
|---|---|---|---|
| max | ena | minutes.paratha.out[0]$_SDFFE_PP0P_ | 610 |
| min | seconds.paratha.out[0]$_SDFFE_PP0P_ | seconds.paratha.out[0]$_SDFFE_PP0P_ | 510 |
| max reg2reg | hours.maggi.out[0]$_SDFFE_PP0P_ | hours.coconut.outL$_SDFFE_PP1P_ | 800 |
| min reg2reg | seconds.paratha.out[0]$_SDFFE_PP0P_ | seconds.paratha.out[0]$_SDFFE_PP0P_ | 510 |
No activity file was given, so power comes from the tool's default toggle rates.
